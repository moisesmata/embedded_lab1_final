==> flow/run.sh <==
#!/bin/bash
# OpenROAD 26Q1-2900-gdf79404cd8, Yosys 0.63+post, stock flow scripts
make -C /OpenROAD-flow-scripts/flow DESIGN_CONFIG=/design/flow/config.mk WORK_HOME=/design/flow/orfs finish
==> flow/config.mk <==
export PLATFORM = sky130hd
export DESIGN_NAME = lab1
export DESIGN_NICKNAME = lab1
export VERILOG_FILES = /design/flow/design.v
export SDC_FILE = /design/flow/constraint.sdc
export NUM_CORES = 4
export LEC_CHECK = 1
export CORE_UTILIZATION = 30
export SYNTH_MEMORY_MAX_BITS = 65536
==> flow/constraint.sdc <==
current_design lab1

set clk_period 68.6
set clk_io_pct 0.2

create_clock -name clk0 -period $clk_period [get_ports {CLOCK_50}]

set non_clock_inputs [all_inputs -no_clocks]
set_input_delay [expr $clk_period * $clk_io_pct] -clock clk0 $non_clock_inputs
set_output_delay [expr $clk_period * $clk_io_pct] -clock clk0 [all_outputs]
==> flow/design.v <==
module collatz( input logic         clk,    
		input logic 	    go,     
		input logic  [31:0] n,      
		output logic [31:0] dout,   
		output logic 	    done);  
   always_ff @(posedge clk) begin
	   if (go) begin
		   dout <= n;
		   if (n == 0) begin
			   dout <= 32'd1;
		   end
	   end
      else if (done == 1) dout <= 32'd1;
      else if (dout[0] == 0 ) dout <= dout >> 1;
      else dout <= (dout << 1) + dout + 1;
   end
   assign done = (dout == 32'd1) ? 1'b1 : 1'b0;
endmodule
module hex7seg(input logic  [3:0] a,
	       output logic [6:0] y);
   always_comb begin : segment
      case (a)
         4'd0: y = 7'h40;
         4'd1: y = 7'h79;
         4'd2: y = 7'h24;
         4'd3: y = 7'h30;
         4'd4: y = 7'h19;
         4'd5: y = 7'h12;
         4'd6: y = 7'h02;
         4'd7: y = 7'h78;
         4'd8: y = 7'h00;
         4'd9: y = 7'h10;
         4'd10: y = 7'h08;
         4'd11: y = 7'h03;
         4'd12: y = 7'h46;
         4'd13: y = 7'h21;
         4'd14: y = 7'h06;
         4'd15: y = 7'h0e;
      endcase
   end 
endmodule
module lab1( input logic        CLOCK_50,   
	     input logic [3:0] 	KEY,  
	     input logic [9:0] 	SW,  
	     output logic [6:0] HEX0, HEX1, HEX2, HEX3, HEX4, HEX5,
	     output logic [9:0] LEDR  
	     );
   logic 			clk, go, done;   
   logic [31:0] 		start;
   logic [15:0] 		count;
   logic [11:0] 		n;
   assign clk = CLOCK_50;
   range #(256, 8)  
         r ( .* );  
   hex7seg seg5 (n[11:8],HEX5);
   hex7seg seg4 (n[7:4],HEX4);
   hex7seg seg3 (n[3:0],HEX3);
   hex7seg seg2 (count[11:8],HEX2);
   hex7seg seg1 (count[7:4],HEX1);
   hex7seg seg0 (count[3:0],HEX0);
   logic [11:0] starting_value;
   logic [22:0] but_counter;
   logic [24:0] init_but_counter;
   logic firsty;
   logic reading;
   always_ff @(posedge clk) begin
	   LEDR <= SW;
	   if (KEY[3] == 0) begin
		   start <= {22'b0, SW};
		   go <= 1;
		   n <= {2'b0, SW};
		   but_counter <= 0;
		   init_but_counter <= 0;
		   firsty <= 1;
		   reading <= 0;
		   starting_value <= n;
	   end
	   else begin
		   go <= 0;
		   if (reading == 0) begin
		   	if (done == 1) begin
			   reading <= 1;
		   	end
	   	   end
		   else begin
			   start <= {20'b0, n-starting_value};
			   if (KEY[0] == 0) begin
					if (firsty == 1) begin
						if (init_but_counter == 25'b1111111111111111111111111) begin
							firsty <= 0;
						end
						if (init_but_counter == 0) begin
							n <= n + 12'b1;
					                if (n == starting_value + 12'h0ff) begin
						              n <= starting_value;
					                end
						end
						init_but_counter <= init_but_counter + 25'b1;
					end
					else begin if (but_counter == 0) begin
					   if (n == starting_value + 12'h0ff) begin
						n <= starting_value;
					   end
					   else begin
				   	        n <= n + 12'b1;
					   end
			 	        end
			   	        end
				        but_counter <= but_counter + 12'b1;
			   end
			   else if (KEY[1] == 0) begin
			   	   if (firsty == 1) begin
						if (init_but_counter == 25'b1111111111111111111111111) begin
							firsty <= 0;
						end
						if (init_but_counter == 0) begin
							n <= n - 12'b1;
							if (n == starting_value) begin
						            n <= starting_value + 12'h0ff;
					                end
						end
						init_but_counter <= init_but_counter + 25'b1;
					end
					else begin if (but_counter == 0) begin
					   if (n == starting_value) begin
						   n <= starting_value + 12'h0ff;
					   end
				   	   else begin
				   	           n <= n - 12'b1;
				           end
			   	   end
			           end
				   but_counter <= but_counter + 12'b1;
			   end
			   else begin
				   but_counter <= 0;
				   firsty <= 1;
				   init_but_counter <= 0;
			   end
			   if (KEY[2] == 0) begin
				   n <= starting_value;
			   end
		   end
	   end
   end
endmodule
module range
   #(parameter
     RAM_WORDS = 16,             
     RAM_ADDR_BITS = 4)          
   (input logic         clk,     
    input logic 	go,      
    input logic [31:0] 	start,   
    output logic 	done,    
    output logic [15:0] count);  
   logic 		cgo;     
   logic                cdone;   
   logic [31:0] 	n;       
   collatz c1(.clk(clk),
	      .go(cgo),
	      .n(n),
	      .done(cdone),
	      .dout());
   logic [RAM_ADDR_BITS - 1:0] 	 num;          
   logic [RAM_ADDR_BITS - 1:0] 	 addrSet;          
   logic 			 running = 0;  
   logic [15:0] running_count;
   always_ff @(posedge clk) begin
      if (go) begin
         running <= 1;
         done <= 0;
         running_count <= 0;
         we <= 0;
         num <= 0;
         cgo <= 1;
         n <= start;
      end
      else if (running == 1) begin
         cgo <= 0;
         we <= 0;
         if (num == 0 && we == 1) begin
               done <= 1;
               running <= 0;
            end
         if (cdone == 1 && cgo != 1) begin
               n <= 32'b1 + start + {{32-RAM_ADDR_BITS{1'b0}}, num};
               cgo <= 1;
               addrSet <= num;
               num <= num + {{RAM_ADDR_BITS-1{1'b0}}, 1'b1};
               din <= running_count;
               running_count <= 0;
               we <= 1;
         end
         else begin
            running_count <= running_count + 16'b1;
         end
      end
      else begin
         done <= 0;
      end
   end
   logic 			 we;                     
   logic [15:0] 		 din;                    
   logic [15:0] 		 mem[RAM_WORDS - 1:0];   
   logic [RAM_ADDR_BITS - 1:0] 	 addr;                   
   assign addr = we ? addrSet : start[RAM_ADDR_BITS-1:0];
   always_ff @(posedge clk) begin
      if (we) mem[addr] <= din;
      count <= mem[addr];      
   end
endmodule
==> results_dict.tcl <==
# flow metrics
set metrics [dict create \
    clock.fmax_mhz 60.08 \
    cp_data_required_time_ps 54880 \
    detail_route.vias_per_cell 5.001 \
    worst-setup-path-type "register to primary output" \
    hold_buffers 0 \
    timing.hold.worst_path_depth 0 \
    worstHoldPathType "register to register" \
    cts-resized-gates 0 \
    post_drt_wl_per_cell_um 24.82 \
    wire_length_of_the_first_global_routing_pass_um 510600 \
    detailedPlacementHpwl_um 211100 \
    final_worst_setup_slack_ps 51960 \
    yosys.stat.seqShare_pct 73.34 \
    path_depth 6 \
    clock_tree.buffer_depth 4 \
    die-area_um2 444300 \
    rsz0062_at_grt "false" \
    ys.flop_type "sky130_fd_sc_hd__edfxtp_1" \
    dp.cells 13420 \
    worst-r2r-cell-count 14 \
    post_synth_instance_area_um2 132500 \
    synthesized_area_fraction_occupied_by_and_or_nand_nor_cells_pct 5.960 \
    postRouteWirelength_um 348000 \
    maxSlewHeadroom_pct 30.24 \
    cts-root-buf "sky130_fd_sc_hd__clkbuf_16" \
    antenna_violating_nets_remaining 0 \
    worst_slew_pin_tran_ps 1033 \
    cp_top_family "flip-flops" \
    final.setup.tns_ps 0 \
    postSynthCellCount 7393 \
    path_buffers 2 \
    period_used_pct 24.26 \
    final-max-slew-violation-count 0 \
    finish.cell_count_without_fillers 14020 \
    hold_viol_final 0 \
    final.setup_skew_ps 96.99 \
    die_h_um 666.6 \
    mux_share_pct 13.94 \
    global_route.usage.total_pct 16.70 \
    cp_slowest_cell "sky130_fd_sc_hd__edfxtp_1" \
    cts.sinks 3285 \
    topCombFamilyByArea "multiplexers" \
    setup_slack_placement_ps 51600 \
    drc 0 \
    num_io_pins 67 \
    timing.critical_path.fanout_max 13 \
    syn_to_final_growth_pct 15.85 \
    pwr_density_cell_nw_per_um2 28.67 \
    place.port_buffers 66 \
    cp_slowest_stage_delay_ps 640 \
    synth-async-reset-ratio_pct 0 \
    number_of_h_tree_levels 5 \
    grt_pass1_vias 76750 \
    cp_cell_sequence "inv_1, ha_1, nor2b_1, a211oi_1, a21oi_1, clkdlybuf4s50_1" \
    yosys.cell_types.count 88 \
    critPathCaptureType "primary output" \
    maxCapViolations 0 \
    ys_sh_aoi_pct 3.152 \
    stage_log_warnings 92 \
    layout.cells.most_common "sky130_fd_sc_hd__edfxtp_1" \
    cts_bufs_inserted 328 \
    type_of_origin_of_the_critical_path "register" \
    pin_count_of_the_biggest_net_entering_global_routing 123 \
    layout.cells.most_common_list "3,138 x sky130_fd_sc_hd__edfxtp_1, 828 x sky130_fd_sc_hd__nand2_1, 771 x sky130_fd_sc_hd__mux4_2, 496 x sky130_fd_sc_hd__nor2_1, 482 x sky130_fd_sc_hd__buf_4" \
    fin_hold_ws_ps 453.2 \
    synth_adder_area_share_pct 1.112 \
    finalWorstPathRequiredPeriod_ps 16640 \
    synth-area-yosys_um2 132500 \
    post_route_cells_drive_above_1_share_pct 22.04 \
    number_of_flip_flops_and_latches_in_the_synthesized_netlist 3285 \
    floorplan.core_area_um2 438700 \
    last_weighted_congestion_value_of_the_routability_driven_placer 0.8911 \
    post_synthesis_area_per_instance_um2 17.92 \
    drt_iter0_markers 4579 \
    status "finished clean" \
    detailroute.via_count 70110 \
    xor_share_pct 0.8933 \
    worst_setup_hold_path_clk_slew_ps 60 \
    enable_flop_cells 3138 \
    clock_tree_from_tritoncts "yes" \
    clock_insertion_delay_worst_skew_ps 940 \
    grt_remaining_overflow 0 \
    core_util_floorplan_pct 30.20 \
    timing.critical_path.arrival_ps 2920 \
    number_of_antenna_violations_at_the_first_check_in_global_routing 6 \
    rows 243 \
    yosysCellCount 7393 \
    vdd_drop_max_v 0.00001984 \
    post-cts-setup-buffer-count 0 \
    die-width_um 666.6 \
    total_power_w 0.004400 \
    drtPass1Iterations 6 \
    synth_warnings 4 \
    setup_viol_count_final 0 \
    total_leakage_power_nw 49.36 \
]
==> metrics by stage <==
stage                     utilization (%)  area (µm²)
after floorplan                         -      132500
after global placement              32.57      142900
after detailed placement            32.57      142900
after CTS                           34.98      153500
after global routing                34.98      153500
final                               34.99      153500
==> flip-flops by register name, indices dropped and copies added (netlist names) <==
register	count
r.cgo	1
r.n	14
r.start	12
starting_value	12
but_counter	23
r.done	1
r.mem	3072
r.running	1
go	1
r.we	1
reading	1
r.running_count	12
r.c1.dout	32
r.count	12
LEDR	10
HEX3	7
firsty	1
HEX4	7
r.din	12
n	12
r.addrSet	8
r.num	8
init_but_counter	25
==> area by class of cell <==
type	count	area, µm²
well taps	5880	7357
flip-flops and latches	3285	97170
repair buffers	562	4559
clock buffers	421	8917
fillers	39950	285200
diodes	10	25.02
inverters	103	386.6
clock inverters	173	1683
multi-input cells	3587	33410
==> worst paths after layout <==
kind	startpoint	end	slack, ps
worst min register to register	r.running_count[11]	r.din[11]	450
worst max register to register	r.start[0]	r.count[1]	61480
worst min-delay path	r.running_count[11]	r.din[11]	450
worst max-delay path	n[9]	HEX5[0]	51960
==> logic make-up (layout without fill, tap and decap cells) <==
kind of cell    count (synthesis)  count (layout)
mux                           880             880
other cells                     1              11
buf+inv                       521            1259
compound gates                639             639
fa+ha+maj                     116             116
flops                        3285            3285
simple gates                 1819            1819
xor+xnor                      132             132
==> synthesized netlist by cell type, drive strengths merged, types with 9 or more instances <==
library cell	instances	area [µm²]
mux2i	99	991.0
a21o	29	217.7
xnor2	68	595.6
and2	9	56.30
a31oi	34	212.7
ha	113	1414
inv	100	375.4
clkbuf	243	912.1
o21ai	97	489.2
or3	25	161.4
a211oi	63	473.0
a311o	11	110.1
mux2	10	112.6
o31ai	12	95.09
xor2	62	543.0
nand4	42	262.8
nand2b	9	56.30
o22ai	36	225.2
nor2b	27	168.9
edfxtp	3138	94230
nor3	34	170.2
a22o	16	140.1
nor4	33	242.7
dfxtp	147	2943
mux4	771	17360
and3	117	732.0
a311oi	38	339.1
nor2	496	1862
a21oi	204	1025
nand3	161	805.8
nand2	835	3134
o21a	14	105.1
buf	175	825.8
==> worst register-to-register path: cells and delay by family (launching register included) <==
| kind | cells | cell delay (ps) |
|---|---|---|
| buffers and inverters | 6 | 3400 |
| multiplexers | 1 | 600 |
| AND/OR/NAND/NOR | 4 | 1270 |
| AND-OR/OR-AND | 3 | 1020 |
| flip-flops | 1 | 560 |
==> power by group <==
| group | internal [W] | switching (W) |
|---|---|---|
| Clock | 0.00103 | 0.000747 |
| Sequential | 0.00217 | 0.0000174 |
| Combinational | 0.000177 | 0.000252 |
| Total | 0.00338 | 0.00102 |
==> metal layers <==
layer  GRT usage, %  wire length, µm  vias up
met5          1.172              499        -
met4          5.017            12660       12
met3          12.35            55030      563
met2          25.86           167200     3953
met1          17.84           112600    35310
li1               -                -    30280
No activity file was given, so power comes from the tool's default toggle rates.
